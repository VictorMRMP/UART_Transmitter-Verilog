===== flow/run.sh =====
#!/bin/bash
# OpenROAD 26Q1-2900-gdf79404cd8, Yosys 0.63+post, stock flow scripts
make -C /OpenROAD-flow-scripts/flow DESIGN_CONFIG=/design/flow/config.mk WORK_HOME=/design/flow/orfs finish

===== flow/config.mk =====
export PLATFORM = sky130hd
export DESIGN_NAME = UART_Transmiter
export DESIGN_NICKNAME = UART_Transmiter
export VERILOG_FILES = /design/flow/design.v
export SDC_FILE = /design/flow/constraint.sdc
export NUM_CORES = 4
export LEC_CHECK = 1
export CORE_UTILIZATION = 50

===== flow/constraint.sdc =====
current_design UART_Transmiter

set clk_period 3.2
set clk_io_pct 0.2

create_clock -name clk0 -period $clk_period [get_ports {clk}]

set non_clock_inputs [all_inputs -no_clocks]
set_input_delay [expr $clk_period * $clk_io_pct] -clock clk0 $non_clock_inputs
set_output_delay [expr $clk_period * $clk_io_pct] -clock clk0 [all_outputs]

===== flow/design.v =====
`timescale 1ns / 1ps  
module UART_Transmiter #(  
    parameter DELAY_FRAMES = 234,          
    parameter MEMORY_LENGTH = 14           
)(
    input clk,                             
    input rst,                             
    output uart_tx                         
);
    localparam TX_STATE_IDLE = 0;          
    localparam TX_STATE_START_BIT = 1;     
    localparam TX_STATE_WRITE = 2;         
    localparam TX_STATE_STOP_BIT = 3;      
    reg [1:0] txState = 0;                 
    reg [24:0] txCounter = 0;              
    reg [7:0] dataOut = 0;                 
    reg [2:0] txBitNumber = 0;             
    reg [3:0] txByteCounter = 0;           
    reg txPinRegister = 1;                 
    reg [7:0] name [MEMORY_LENGTH-1:0];    
    assign uart_tx = txPinRegister;        
    initial begin
        name[0] = "V"; name[1] = "i"; name[2] = "c"; name[3] = "t";
        name[4] = "o"; name[5] = "r"; name[6] = " ";
        name[7] = "P"; name[8] = "a"; name[9] = "d"; name[10] = "i";
        name[11] = "a"; name[12] = "l"; name[13] = " ";
    end
    always @(posedge clk or posedge rst) begin
        if (rst) begin  
            txState <= TX_STATE_IDLE;      
            txCounter <= 0;                
            txByteCounter <= 0;            
            txBitNumber <= 0;              
            txPinRegister <= 1;            
        end else begin
            case (txState)
                TX_STATE_IDLE: begin
                    if (txByteCounter < MEMORY_LENGTH) begin  
                        txState <= TX_STATE_START_BIT;  
                        txCounter <= 0;               
                    end
                end
                TX_STATE_START_BIT: begin
                    if (txCounter == DELAY_FRAMES) begin  
                        txPinRegister <= 0;           
                        txState <= TX_STATE_WRITE;    
                        dataOut <= name[txByteCounter];  
                        txBitNumber <= 0;            
                        txCounter <= 0;              
                    end else begin
                        txCounter <= txCounter + 1;  
                    end
                end
                TX_STATE_WRITE: begin
                    if (txCounter == DELAY_FRAMES) begin  
                        txPinRegister <= dataOut[txBitNumber];  
                        txCounter <= 0;              
                        if (txBitNumber == 7) begin  
                            txState <= TX_STATE_STOP_BIT;  
                        end else begin
                            txBitNumber <= txBitNumber + 1;  
                        end
                    end else begin
                        txCounter <= txCounter + 1;  
                    end
                end
                TX_STATE_STOP_BIT: begin
                    if (txCounter == DELAY_FRAMES) begin  
                        txPinRegister <= 1;           
                        txCounter <= 0;              
                        if (txByteCounter == MEMORY_LENGTH - 1) begin  
                            txState <= TX_STATE_IDLE;  
                            txByteCounter <= 0;      
                        end else begin
                            txByteCounter <= txByteCounter + 1;  
                            txState <= TX_STATE_START_BIT;  
                        end
                    end else begin
                        txCounter <= txCounter + 1;  
                    end
                end
            endcase
        end
    end
endmodule

==> CHANGELOG.md <==
## Implementation

* Wl on met1 at 2820 um
* Clock latency at the later pin of the worst-skew pair at 0.29 ns
* Placed insts at 333
* Gp weighted congestion at 0.839
* Seq/Total Area, Yosys at 0.423
* # hold bufs at CTS at 0
* CP max FO at 20
* IO buf count at 2
* Placed instance area at 2640 sq um
* Final WL at 5020 um
* Post-DP HPWL at 3490 um
* Detailed Routing Iterations Pass 1 at 4
* Final Cell Area at 2730 sq um
* Max H-tree Level at 2
* Endpoints failing setup at 0
* CTS tree: yes
* Post-synth area hogs: dfrtp_1, edfxtp_1, ha_1, o21ai_0, nand2_1
* Worst min-delay path class: register to register
* Setup TNS at 0 ns
* Top Family by Delay on Critical Path: AND-OR/OR-AND gates
* Yosys chip area at 2570 sq um
* Registers, synthesis at 42
* Sw power at 185 uW
* GRT Total Usage at 0.215
* CP Cell Sequence: inv_1 -> ha_1 -> or3b_2 -> nor3_1 -> buf_4 -> a21o_1 -> o21ai_0 -> a22o_2
* First-pass GRT wire length at 8800 um
* CP bufs+invs at 2
* Max-slew headroom at 0.435
* Cell Rows at 25
* Area Growth Syn to Fin at 6.28%
* Max-cap violations at 0
* Commonest Layout Cell: dfrtp_1
* CP Capture Type: register
* Postcts setup bufs at 0
* Antenna diodes at 0
* Setup CP Type: register to register
* VDD IR max at 0.239 mV
* Fill count at 407
* Slew Viols, Final at 0
* Post-cts sizing count at 0
* Clk sinks at 42
* R2R setup slack at 0.76 ns
* Top Ports at 3
* Core area at 4850 sq um
* Logic area at 1370 sq um
* Mean post-synth cell area at 9.41 sq um
* Startpoint types: register
* Yosys top cell area share at 0.331
* Cells after Synth at 273
* YS warnings at 1
* Max incr delay on CP at 0.49 ns
* Max Used Layer: met4
* Congestion Overflow GR at 0
* Pin count of the biggest net entering global routing at 36
* Share of cells above drive strength 1 at 0.0912
* Final Cycle Share at 0.763
* FF+latch area at 1090 sq um
* Data arrival time of the critical path at 2.63 ns
* Worst EP required at 3.39 ns
* Switching share of total power at 0.204
* Die width at 73.7 um
* Wire length on met3 at 154 um
* Worst hold slack at 0.480 ns
* Die H at 73.7 um
* Count of tool warnings at 35
* Antenna violations before repair at 0
* Ys async rst share at 0.833
* Vias per cell at 5.80
* Via count at 1978
* RSZ-0062 raised after global routing: false
* Status: finished clean
* Vias in the first global route at 1838
* Comb power frac at 0.012
* Pwr per Cell Area at 331 nW/um^2
* Die area at 5430 sq um
* Total CTS buffers at 5
* Netlist Area Pre-Place at 2570 sq um
* Pre-Place Util at 0.530
* Flop pwr share at 0.599
* Final cell count without fillers at 341
* Fmax at 409 MHz
* DRC at 0
* CTS clock-pin slew for the worst setup and hold paths at 0.08 ns
* Clock Path Buffers at 2
* Number of enable flip-flop cells at 7
* Met2 Routed Length at 2020 um
* Synth area leader: dfrtp_1
* Pint at 719 uW
* Most frequent cells in the layout: dfrtp_1, nand2_1, o21ai_0
* Dominant flop cell: dfrtp_1
* ANT nets after route at 0
* Slew @ Worst Pin at 0.845 ns
* Yosys Instances at 273
* Min cycle time layout at 2.44 ns
* Slowest stage cell, crit path: a21o_1
* Setup Skew at 0.00907 ns
* Wire length per cell at 14.7 um
* Clock group share of total power at 0.389
* Fin. Hold Viols at 0
* Total Power at 904 uW
* Count of different cell masters after synthesis at 52
* Root Driver: clkbuf_8
* Drt first-iter violations at 108
* Leak at 1.14 nW
## stage by stage
step,util,setup slack (ns)
2_1_floorplan,-,0.681
3_3_place_gp,0.545,0.817
3_5_place_dp,0.545,0.786
4_1_cts,0.563,0.775
5_1_grt,0.563,0.596
6_report,0.563,0.758
## worst min-delay path: cells and delay by family (launching register included)
kind            cells  cell delay (ns)
compound gates      1             0.07
simple gates        1             0.04
flops               1             0.37
## cell families (layout without fill, tap and decap cells)
group | after synthesis | in the layout | share of synthesized area
buffers and inverters | 26 | 27 | 0.0448
adders and majority gates | 15 | 15 | 0.0730
AOI/OAI and AO/OA | 78 | 78 | 0.197
DFF | 42 | 42 | 0.423
xor gates and xnor gates | 5 | 5 | 0.0170
and+or+nand+nor | 100 | 100 | 0.210
muxes | 7 | 7 | 0.0355
## cells in the mapped netlist, types with 3 or more instances
cell      count
a21oi_1      19
and4_1        5
nor2_1       12
ha_1         15
xor2_1        3
nor3_1        6
inv_1        12
dfrtp_1      34
nand4_1      12
clkbuf_1      9
a31oi_1       9
or2b_1        3
a21o_1        6
nand3_1       8
edfxtp_1      7
nand2_1      28
mux2_2        3
o21ai_0      24
and3_1        4
a22o_1        5
nor4_1        8
## state kept, by name, summed over array words and instances, names as in the netlist
| register | flops |
|---|---|
| dataOut | 7 |
| txCounter | 25 |
| txBitNumber | 3 |
| txByteCounter | 4 |
| txState | 2 |
| txPinRegister | 1 |
## metal layers
metal	up-vias	GRT usage
met2	30	0.312
met5	-	0
met1	929	0.366
met3	4	0.0305
li1	1015	-
met4	0	0.0235
## power by group through the flow
stage | clock (mW) | sequential (mW) | combinational (mW)
final | 0.352 | 0.541 | 0.0108
after global routing | 0.384 | 0.541 | 0.0132
after CTS | 0.363 | 0.541 | 0.0119
## worst paths after layout
path                                        to  cells after the start          start
worst max-delay path             txCounter[20]                      8   txCounter[0]
worst min register to register   txPinRegister                      2  txPinRegister
max in group asynchronous        txPinRegister                      3            rst
min in group asynchronous       txBitNumber[0]                      3            rst
worst max register to register   txCounter[20]                      8   txCounter[0]
worst min-delay path             txPinRegister                      2  txPinRegister
## area by class of cell
cell class                      count  share of cell area
Clock buffer                        8              0.0330
Inverter                           12              0.0165
Multi-Input combinational cell    205               0.501
Sequential cell                    42               0.398
Tap cell                           67              0.0307
Timing Repair Buffer                7              0.0211
Power figures rest on the tool's default switching activity, not on a simulated workload.
